--- flow/config.mk ---
export PLATFORM = sky130hd
export DESIGN_NAME = warmup1_verilog
export DESIGN_NICKNAME = warmup1_verilog
export VERILOG_FILES = /design/flow/design.v
export SDC_FILE = /design/flow/constraint.sdc
export NUM_CORES = 4
export LEC_CHECK = 1
export CORE_AREA = 10 10 70 70
export DIE_AREA = 0 0 80 80
--- flow/constraint.sdc ---
current_design warmup1_verilog

set clk_period 1.1
set clk_io_pct 0.2

create_clock -name clk0 -period $clk_period [get_ports {clk}]

set non_clock_inputs [all_inputs -no_clocks]
set_input_delay [expr $clk_period * $clk_io_pct] -clock clk0 $non_clock_inputs
set_output_delay [expr $clk_period * $clk_io_pct] -clock clk0 [all_outputs]
--- flow/design.v ---
`timescale 1ns / 1ps
module warmup1_verilog(
    input wire clk,
    input wire resetn,
    output wire [3:0] a_out,
    output wire [3:0] b_out,
    output wire [3:0] c_out
    );
reg [3:0] cnt;
always @(posedge clk)
    if (resetn==0)
        cnt <= 0;
    else
        cnt <= cnt + 1;
reg [3:0] a;
always @(*)
    if (resetn==0)
        a <= 0;
    else
    begin
        if (cnt==0)
            a <= 0;
        else if (cnt==1)
            a <= 1;
        else
            a <= 2;
    end
reg [3:0] b;
always @(posedge clk)
    if (resetn==0)
        b <= 0;
    else
    begin
        if (cnt==0)
            b <= 0;
        else if (cnt==1)
            b <= 1;
        else
            b <= 2;
    end
assign a_out = a;
assign b_out = b;
reg [3:0] c;
always @(*)
    if (resetn==0)
        c <= 0;
    else
    begin
        if (cnt==0)
            c <= 0;
        else if (cnt==1)
            c <= 1;
        else
            c <= 2;
    end
assign c_out = c;
endmodule
--- flow/run.sh ---
#!/bin/bash
# OpenROAD 26Q1-2900-gdf79404cd8, Yosys 0.63+post, stock flow scripts
make -C /OpenROAD-flow-scripts/flow DESIGN_CONFIG=/design/flow/config.mk WORK_HOME=/design/flow/orfs finish
==> impl_metrics.tcl <==
# collected from the flow reports
set metrics [dict create \
    outcome "finished with violations" \
    violations "setup timing" \
    end_kind "output pin" \
    dp_slack_ps -765 \
    ys_chip_area_sq_um 304 \
    antenna_found_initial 0 \
    rsz0062_at_grt "true" \
    drv_slew 0 \
    skew_ps 0.372 \
    numSynthFlops 6 \
    seqCellArea_sq_um 125 \
    num_rows 21 \
    post-route-min-period_ps 1470 \
    cts_made_buffers 3 \
    syn_to_final_growth_pct 60.9 \
    yosys-top-cells-area "dfxtp_1, buf_4, ha_1" \
    cts_tree "done" \
    htree_levels 1 \
    ys_cells 32 \
    die_height_um 80 \
    fin_ws_ps -369 \
    crit_fanout 4 \
    drive_gt1_share_pct 45.7 \
    antenna_cells 0 \
    synth.avg_cell_area_sq_um 9.50 \
    power.total_uw 563 \
    globalplace.congestion 0.722 \
    leakagePower_uw 0.000222 \
    post_drt_wl_per_cell_um 6.46 \
    grt_pass1_wl_um 945 \
    first_pass_iters 3 \
    min_path_type "reg2reg" \
    drtIter0Drc 15 \
    ctsRootBufferMaster "clkbuf_4" \
    cts_hold_buf 0 \
    cts.clk_slew.worst_paths_ps 50 \
    vias 227 \
    postSynthSeqShare_pct 39.5 \
    insertion_delay_ps 240 \
    die_area_sq_um 6400 \
    setup_violations 4 \
    io_pins 14 \
    hold_violations 0 \
    crit_arrival_ps 1250 \
    ys_warn_count 1 \
    fp.dieW_um 80 \
    top_cell_area_share_pct 39.5 \
    netlist_instances 32 \
    mi_logic_area_sq_um 178 \
    coreArea_sq_um 3420 \
    warnings 30 \
    p_per_area_nw_per_um2 1150 \
    ys_types 15 \
    hpwl_um 474 \
    maxCapViolCount 0 \
    cts.path.max_buffers 2 \
    grt_max_degree 7 \
    grtUsageTotal_pct 1.83 \
    grt_pass1_vias 221 \
    critPathKind "reg2out" \
    ir_drop_uv 202 \
    portBuffers 7 \
    routed_wirelength_um 594 \
    initCoreUtil_pct 8.90 \
    max_freq_mhz 681 \
    synthesis.area_sq_um 304 \
    synth_area_leader_cell "dfxtp_1" \
    fin_crit_sh_pct 134 \
    crit_required_ps 880 \
    clkSinkCount 6 \
    drc 0 \
    grt.overflow.total 0 \
    vias_per_cell 2.47 \
    critPathLaunchType "flip-flop" \
    route.antenna.remaining_nets 0 \
    fillCellCount 391 \
]
==> where the power goes <==
| group | total [uW] | switching (uW) | internal (uW) |
|---|---|---|---|
| combinational | 95.8 | 38.6 | 57.2 |
| sequential | 245 | 12.0 | 233 |
| clock | 221 | 83.7 | 138 |
==> placed cells by master (no fill, tap or decap) <==
cell	count
clkbuf_1	1
dlygate4sd2_1	2
buf_2	4
dfxtp_2	1
nor4_4	1
clkdlybuf4s50_1	1
clkbuf_4	3
buf_4	6
ha_2	1
inv_2	1
nand3_1	1
ha_4	2
dfxtp_1	4
nand2b_1	1
xor2_1	1
dfxtp_4	1
nor2_1	1
o31a_1	1
inv_4	1
conb_1	6
mux2i_1	1
and2_1	2
nand2_1	2
nor2b_1	1
==> final timing paths <==
check                          from           endpoint  slack, ps  cells after the start
setup / recovery  cnt[0]$_SDFF_PN0_           c_out[0]       -370                      4
hold / removal    cnt[0]$_SDFF_PN0_  cnt[0]$_SDFF_PN0_        470                      1
hold reg to reg   cnt[0]$_SDFF_PN0_  cnt[0]$_SDFF_PN0_        470                      1
setup reg to reg  cnt[0]$_SDFF_PN0_       b[0]$_DFF_P_         40                      4
==> cells in the mapped netlist <==
master	n
o31a_1	1
nor4_1	1
ha_1	3
nand2b_1	1
buf_4	8
dfxtp_1	6
nand2_1	2
conb_1	1
nor2_1	1
nand3_1	1
mux2i_1	1
xor2_1	1
inv_1	2
and2_1	2
nor2b_1	1
==> per-layer routing <==
metal  global-route usage [%]  share of wire (%)  vias to the layer above
li1                         -                  -                      116
met2                     2.65                 38                       15
met1                     2.14                 48                       96
met5                        0                  0                        -
met3                     1.59                 14                        0
met4                        0                  0                        0
==> stage by stage <==
stage	hold WS [ps]	cell area, sq um	setup TNS [ps]	std cells	utilization (%)
final	468	489	-1410	92	14.3
after global placement	452	447	-2790	86	13.1
after CTS	468	469	-1590	90	13.7
after global routing	476	489	-1640	92	14.3
after floorplan	342	349	-129	37	-
after detailed placement	458	447	-2850	86	13.1
==> flip-flops by register name (all words and copies together), names as in the netlist <==
name,count
cnt,4
b,2
==> critical path, cell delays in order, from the launching register on <==
cell     delay (ps)
dfxtp_4         380
inv_4            40
ha_4            160
nor4_4          290
buf_2           150
==> cell type report <==
class | instances | share of cell area, %
tap | 46 | 11.8
timing repair buffer | 13 | 18.9
inverter | 2 | 2.05
clock buffer | 4 | 5.37
sequential | 6 | 25.6
multi-input combinational | 21 | 36.3
==> what timing repair did <==
item,in CTS,in global routing
gates resized,16,2
pin swaps,4,2
setup buffers,0,2
setup endpoints to repair,6,4
cloned,0,0
==> kinds of logic (layout without fill, tap and decap cells) <==
group | Yosys count | in the layout | synth area share, %
AND/OR/NAND/NOR | 9 | 9 | 15.6
flip-flops | 6 | 6 | 39.5
XOR/XNOR | 1 | 1 | 2.88
buffers and inverters | 10 | 19 | 22.2
other | 1 | 6 | 1.23
adder cells (fa/ha/maj) | 3 | 3 | 12.3
multiplexers | 1 | 1 | 3.29
AND-OR/OR-AND | 1 | 1 | 2.88
No activity file was given, so power comes from the tool's default toggle rates.
